==> flow/run.sh <==
#!/bin/bash
# OpenROAD 26Q1-2900-gdf79404cd8, Yosys 0.63+post, stock flow scripts
make -C /OpenROAD-flow-scripts/flow DESIGN_CONFIG=/design/flow/config.mk WORK_HOME=/design/flow/orfs finish
==> flow/config.mk <==
export PLATFORM = sky130hd
export DESIGN_NAME = SerialCoincidence2
export DESIGN_NICKNAME = SerialCoincidence2
export VERILOG_FILES = /design/flow/design.v
export SDC_FILE = /design/flow/constraint.sdc
export NUM_CORES = 4
export LEC_CHECK = 1
export CORE_AREA = 10 10 88 88
export DIE_AREA = 0 0 98 98
==> flow/constraint.sdc <==
current_design SerialCoincidence2

set clk_period 3.9
set clk_io_pct 0.2

create_clock -name clk0 -period $clk_period [get_ports {clk}]

set non_clock_inputs [all_inputs -no_clocks]
set_input_delay [expr $clk_period * $clk_io_pct] -clock clk0 $non_clock_inputs
set_output_delay [expr $clk_period * $clk_io_pct] -clock clk0 [all_outputs]
==> flow/design.v <==
module SerialCoincidence2(
    input clk,
    input TxD_start,
    input a,
    input b,
    output wire TxD,
    output reg TxD_done
);
parameter ClkFrequency = 50000000;  
parameter Baud = 9600;
parameter Oversampling = 1;
wire TxD_busy;
wire [7:0] AndData;
wire [7:0] TxD_data;
AndGate andinst(.clk(clk), .bitclk(BitTick), .inA(a), .inB(b), .data(AndData));
SendData sendinst(.bitclk(BitTick), .data(AndData), .dataout(TxD_data));
wire BitTick;
BaudTickGen #(ClkFrequency, Baud, Oversampling) tickgen(.clk(clk), .enable(TxD_busy), .tick(BitTick));
reg [3:0] TxD_state = 0;
assign TxD_ready = (TxD_state==0);
assign TxD_busy = ~TxD_ready;
reg [7:0] TxD_shift = 0;
always @(posedge clk)
begin
    if(TxD_ready & TxD_start) begin 
        TxD_shift <= TxD_data;
    end else if(TxD_state[3] & BitTick) begin 
        TxD_shift <= (TxD_shift >> 1); 
    end  
    case (TxD_state)  
        4'b0000 : if(TxD_start) begin
            TxD_state <= 4'b0100;
            TxD_done<=0;
        end
        4'b0100:    if(BitTick) TxD_state <= 4'b1000;   
        4'b1000:    if(BitTick) TxD_state <= 4'b1001;   
        4'b1001:    if(BitTick) TxD_state <= 4'b1010;   
        4'b1010:    if(BitTick) TxD_state <= 4'b1011;   
        4'b1011:    if(BitTick) TxD_state <= 4'b1100;   
        4'b1100:    if(BitTick) TxD_state <= 4'b1101;   
        4'b1101:    if(BitTick) TxD_state <= 4'b1110;   
        4'b1110:    if(BitTick) TxD_state <= 4'b1111;   
        4'b1111:    if(BitTick) TxD_state <= 4'b0010;   
        4'b0011:    if(BitTick) begin 
                        TxD_state <= 4'b0000;
                        TxD_done<=1; 
                    end
        default: if(BitTick) TxD_state <= 4'b0000;
    endcase
end
assign TxD = (TxD_state<4) | (TxD_state[3] & TxD_shift[0]);  
endmodule
module BaudTickGen(
    input clk, 
    input enable,
    output tick   
);
parameter ClkFrequency = 50000000;
parameter Baud = 9600;
parameter Oversampling = 1;
function     integer log2(input integer v);
                begin log2=0;
                while(v>>log2)
                                log2=log2+1;
                end
endfunction
localparam   AccWidth = log2(ClkFrequency/Baud)+8;
reg          [AccWidth:0] Acc = 0;
localparam   ShiftLimiter = log2(Baud*Oversampling >> (31-AccWidth));
localparam   Inc = ((Baud*Oversampling << (AccWidth-ShiftLimiter))+(ClkFrequency>>(ShiftLimiter+1)))/(ClkFrequency>>ShiftLimiter);
always @(posedge clk) begin
    if(enable) begin
    Acc <= Acc[AccWidth-1:0] + Inc[AccWidth:0]; 
    end else begin
    Acc <= Inc[AccWidth:0];
    end
end
assign tick = Acc[AccWidth];
endmodule
module AndGate(
	input clk,
	input bitclk,
	input inA,
	input inB,
	output reg [7:0] data
);
always @(posedge bitclk) begin
		data <= data + 1;
end
endmodule
module SendData(
	input bitclk,
	input [7:0] data,
	output reg [7:0] dataout
);
reg increment = 0;
always @(posedge bitclk) begin
	if (increment == 11) begin
		dataout <= data + 1;
		increment <= 0;
	end
	else begin
		increment = increment + 1;
	end
end
endmodule
==> summary.txt <==
Main metrics from the flow reports.

The flow ran to the end, and the final reports show no timing, DRC or antenna violations. Using the TritonRoute via totals, the vias-per-cell ratio works out to 4.39. The total routed wirelength is 2210 microns. The via count of the first global-routing pass is 864.

The met3 demand-to-capacity share in global routing came out at approximately 1.7%. The netlist area before placement came out at approximately 1300 sq um. Setup repair after global routing left no endpoint under its margin. The number of storage elements in the synthesis netlist came out at 27. The die width is 98 microns. The power per cell area came out at 595 nW/um^2. The final timing report counts setup violations totalling 0.

Cells with a size suffix above 1 make up between 10% and 20% of the layout. The count of warnings emitted by yosys came out at 5. CTS saw 27 sinks.

The final standard cell count with taps included and fillers excluded is about 220. The vertical extent of the die is 98 microns. Per the post-synthesis report, the number of cells in the design is around 140. The maximum number of pins on one net before global-route repair came out at 18. The synthesized design contains 5 enable-type register cells.

The overall power of the completed layout came out at 0.855 mW. Global routing consumed, on the met1 layer, 7.36% of the routing resources. For reference, the top cells by area after synthesis are sky130_fd_sc_hd__dfxtp_1 34%, sky130_fd_sc_hd__edfxtp_1 12%, sky130_fd_sc_hd__nand2_1 5.2%, sky130_fd_sc_hd__a21oi_1 4.6%, sky130_fd_sc_hd__o21ai_0 4.2%. Across the routed clock network, the largest skew measured is 0.00480 ns.

STA classifies the critical path startpoint as a register. The clock passes through at most 2 buffers. The final hold violation count is 0. Measured against the total synthesized area, the mux share comes to 0%. TritonCTS built the clock tree. The worst setup path is captured at an output pin. The and-or/or-and share of the synthesized area is 18.9%. Per the synth stats, the flop cell with the highest instance count is sky130_fd_sc_hd__dfxtp_1. The number of antenna-violating nets in the routed design came out at 0. The area share of xor/xnor cells in the synthesized design came out at 4.05%. The longest incremental delay of any stage on the critical path is reported as 0.55 ns.

The wire length of the first global-routing pass is 4030 microns. The maximum resistive drop on vdd is between 0.2 and 0.25 mV. The number of buffers added to fix hold violations after cts is 0.

The leakage power came out at 0.517 nW. Among logic cells in the layout, the one with the most instances is sky130_fd_sc_hd__dfxtp_1. The reported max-cap violation count came out at 0. The overall overflow remaining after global route came out at 0. The transition time of the tightest slew-check pin came out at 0.885 ns. The proportion of netlist area held by the largest area contributor is between 30% and 40%. sky130_fd_sc_hd__dfxtp_1 takes more of the synthesized area than any other cell. The class of the tightest hold or removal check is reg -> reg.

The row count is 28. The starting density of the core is 21.9%. The number of buffers inserted to repair setup after CTS is 0. For this run, the chip area from Yosys synthesis comes to 1300 sq um. Global routing put the most usage on met1. The max-slew violation count is 0. The I/O pin count came out at 6. The H-tree level count came out at 1. The area fraction in full adders, half adders and majority gates is 0.964%. The cell count after placement came out at 215.

The first-pass iteration count of the detailed router is 4. The relative area change from synthesis to final layout came out at 10.7%. The post-synthesis simple-gate area fraction is 26.7%. The clock transition at the registers of the reported paths came out at 0.09 ns. Across all stage logs, warnings added up to 27. The number of clock buffers inserted by TritonCTS is 3. The number of antenna violations at the first check in global routing came to 0. The worst hold slack is 0.420 ns. In the final timing run, aggregate negative setup slack is 0 ns. The category of the most critical setup path is reg -> out. A synthesized cell averages between 9 and 10 sq um.

The count of routing violations after the opening detailed-route iteration is between 50 and 60. For this run, the script counts the antenna cells in the layout as 0. On the critical path, the stage with the largest delay is an instance of sky130_fd_sc_hd__edfxtp_1. The die outline area is 9600 sq um. The placement report lists the number of port buffers as 3. Grouping non-sequential cells by family puts the most area in simple AND/OR/NAND/NOR gates. Note, the detailed placer reported a final HPWL of 1470 microns. The total via count in the routed design came out at 962. The final cycle utilization of the critical path came out at 56.5%. The final weighted congestion in routability-driven placement came out at between 0.7 and 0.8.

The met2 usage came out at 6.14%. The routed design could run at a clock period as short as 2.20 ns. The total DRC errors in the routed layout came out at 0. The placeable core region came out at roughly 5900 sq um. The root cell of the clock tree is sky130_fd_sc_hd__clkbuf_8.

The fraction of registers with async set/reset came out at 0%. The count of unique library cells instantiated by Yosys came out at 41. Per Yosys stat, the portion of area used by sequential elements is about 46%.

The arrival time at the worst endpoint came out at 1.42 ns. The filler cells instantiated in the layout total 633. The total routing usage reported by global routing came out at 4.70%.

Per the timing report, the biggest fanout along the worst path comes to 12. The worst-skew pair later-pin latency came out at around 0.27 ns. The signal on the critical path passes through nor2_1, clkdlybuf4s50_1.

The routed length per placed instance is between 10 and 15 microns. The worst pin sits at a relative slew slack of between 40% and 50%. The number of gates resized after CTS is 0.

The required arrival time at the worst endpoint came out at 3.12 ns. The total cells reported by yosys after synthesis came out at 143. The library cells used most frequently in the layout, excluding fill and tap cells, are 22 x sky130_fd_sc_hd__dfxtp_1, 18 x sky130_fd_sc_hd__nand2_1, 12 x sky130_fd_sc_hd__a21oi_1, 11 x sky130_fd_sc_hd__o21ai_0, 9 x sky130_fd_sc_hd__nor2_1. Static timing analysis puts the maximum clock frequency at between 400 and 500 MHz.
-- cells by family after synthesis --
group,Yosys count
simple gates,61
compound gates,38
flops,27
buf+inv,10
xor+xnor,6
fa+ha+maj,1
-- area by class of cell --
cell class / instances / area (sq um) / share of cell area, %
Timing Repair Buffer: 4 / 37.5 / 2.61
Sequential cell: 27 / 591 / 41.1
Tap cell: 75 / 93.8 / 6.53
Multi-Input combinational cell: 106 / 657 / 45.7
Clock buffer: 3 / 41.3 / 2.87
Inverter: 3 / 11.3 / 0.784
Clock inverter: 1 / 5.00 / 0.348
-- stage by stage --
stage	utilization, %	area [sq um]	setup WS, ns
finish	24.3	1440	1.70
global placement	23.5	1390	1.98
global route	24.3	1440	1.58
floorplan	-	1300	2.21
CTS	24.3	1440	1.68
detailed placement	23.5	1390	1.99
-- Yosys cell counts (4+ instances only) --
cell type / count
sky130_fd_sc_hd__nand2_1: 18
sky130_fd_sc_hd__nor2_1: 9
sky130_fd_sc_hd__nand3_1: 5
sky130_fd_sc_hd__edfxtp_1: 5
sky130_fd_sc_hd__buf_2: 4
sky130_fd_sc_hd__a21oi_1: 12
sky130_fd_sc_hd__o21ai_0: 11
sky130_fd_sc_hd__nor3_1: 5
sky130_fd_sc_hd__or3_1: 5
sky130_fd_sc_hd__dfxtp_1: 22
-- final timing paths --
kind	start	end	slack (ns)	cells after the start
max reg2reg	tickgen.Acc[4]	tickgen.Acc[15]	2.04	4
min	tickgen.Acc[0]	tickgen.Acc[0]	0.42	1
min reg2reg	tickgen.Acc[0]	tickgen.Acc[0]	0.42	1
max	TxD_state[3]	TxD	1.70	2
-- layer usage --
| metal | share of wire (%) | wire length [microns] |
|---|---|---|
| met3 | 5.4 | 119 |
| met5 | 0 | 0 |
| met4 | 0.77 | 17 |
| met2 | 38 | 847 |
| met1 | 55 | 1220 |
-- flip-flops by register name, indices dropped and copies added, names as in the netlist --
register,cells
tickgen.Acc,22
TxD_state,4
TxD_done,1
-- worst max-delay path, delay by kind of cell, from the launching register on --
kind          cells  cell delay (ns)
simple gates      1             0.14
flops             1             0.55
buf+inv           1             0.47
-- power by group --
group	switching, mW	leakage, nW	internal, mW
clock network	0.0837	0.0255	0.0715
logic	0.126	0.263	0.122
registers	0.0959	0.228	0.355
Power is estimated from default activity; no workload was simulated.
